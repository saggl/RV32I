<file path="design/flow/design.v">
`timescale 1ns / 1ps
module alu (
    input [31:0] a, b,
    input [3:0] aluop,
    output [31:0] result
);    
    wire [31:0] logicout;  
    wire [31:0] addout;  
    wire [31:0] arithout;  
    wire [31:0] n_b;  
    wire [31:0] sel_b;  
    wire [31:0] sltu_slt;  
    wire [31:0] sll;  
    wire [32:0] shift_right;  
    wire cout;  
assign shift_right = $signed({(aluop[3]) ? a[31] : 1'b0, a[31:0]}) >>> b[4:0];
assign logicout = (aluop[1:0] == 2'b00) ? a ^ b :
                  (aluop[1:0] == 2'b10) ? a | b :
                  (aluop[1:0] == 2'b11) ? a & b :
                  shift_right[31:0];
assign n_b = ~b;
assign sel_b = (aluop[3] | aluop[1]) ? n_b : b;
assign addout = a + sel_b + {31'b0, (aluop[3] | aluop[1])};
assign sltu_slt = (a[31] == b[31]) ? {31'b0, addout[31]} :
                  (aluop[0]) ? {31'b0, b[31]} : 
                  {31'b0, a[31]};
assign sll = a << b[4:0];
assign arithout = (aluop[1:0] == 2'b00) ? addout :
                  (aluop[1:0] == 2'b01) ? sll :
                  sltu_slt;
assign result = (aluop[2]) ? logicout : arithout;
endmodule
`timescale 1ns / 1ps
module branchcomp (
    input [31:0] a, 
    input [31:0] b,
    input br_un,
    output br_eq,
	output br_lt
);
wire [31:0] b_n;
wire [31:0] addout;
wire cout;
assign br_eq = a == b;
assign b_n = ~b;
assign addout = a + b_n + 1;
assign br_lt = (a[31] == b[31]) ? addout[31] :
                (br_un) ? b[31] : 
                a[31];
endmodule
`timescale 1ns / 1ps
module controlunit(
	input [4:0] opcode,
	input [2:0] funct3,
	input funct7,
	input br_eq,
	input br_lt,
	output pc_sel,
	output [2:0] imm_sel,
	output reg_wen,
	output br_un,
	output [1:0] a_sel,
	output b_sel,
	output [3:0] alu_sel,
	output mem_rw,
	output [1:0] wb_sel,
	output trap
);
localparam [4:0] LOAD = 5'b00000;
localparam [4:0] OP_IMM = 5'b00100;
localparam [4:0] AUIPC = 5'b00101;
localparam [4:0] STORE = 5'b01000;
localparam [4:0] OP = 5'b01100;
localparam [4:0] LUI = 5'b01101;
localparam [4:0] BRANCH = 5'b11000;
localparam [4:0] JALR = 5'b11001;
localparam [4:0] JAL = 5'b11011;
localparam [4:0] SYSTEM = 5'b11100;
localparam [2:0] BEQ = 3'b000;
localparam [2:0] BNE = 3'b001;
localparam [2:0] BLT = 3'b100;
localparam [2:0] BGE = 3'b101;
localparam [2:0] BLTU = 3'b110;
localparam [2:0] BGEU = 3'b111;
localparam [2:0] SRAI_SRLI = 3'b101;
wire branch_taken;
wire alu4_imm;  
assign pc_sel = ((opcode == JALR) | (opcode == JAL) | branch_taken);
assign branch_taken = ((opcode == BRANCH) & (funct3 == BEQ) & br_eq) |
					  ((opcode == BRANCH) & (funct3 == BNE) & ~br_eq) | 
					  ((opcode == BRANCH) & (funct3 == BLT) & br_lt) |
					  ((opcode == BRANCH) & (funct3 == BLTU) & br_lt) |
					  ((opcode == BRANCH) & (funct3 == BGE) & ~br_lt) |
					  ((opcode == BRANCH) & (funct3 == BGEU) & ~br_lt);
assign imm_sel = (opcode == STORE) ? 3'b001 :  
				 (opcode == BRANCH) ? 3'b010 :  
				 ((opcode == AUIPC) | (opcode == LUI)) ? 3'b011 :  
				 (opcode == JAL) ? 3'b101 :  
				 3'b000;  
assign reg_wen = ~((opcode == STORE) | (opcode == BRANCH));
assign br_un = (opcode == BRANCH) & funct3[1];
assign a_sel = (opcode == LUI) ? 2'b10 :
			   (opcode == AUIPC) | (opcode == BRANCH) | (opcode == JAL) ? 2'b01 :
			   2'b00;
assign b_sel = (opcode == OP);
assign alu4_imm = (funct3[2:0] == SRAI_SRLI) ? funct7 : 1'b0;
assign alu_sel = (opcode == OP) ? {funct7, funct3[2:0]} : 
				 (opcode == OP_IMM) ? {alu4_imm, funct3[2:0]} : 
				 4'b0000;  
assign mem_rw = (opcode == STORE);
assign wb_sel = (opcode == LOAD) ? 2'b00 :  
				((opcode == JALR) | (opcode == JAL)) ? 2'b10 : 
				2'b01;  
assign trap = (opcode == SYSTEM);  
endmodule
`timescale 1ns / 1ps
module immgen(
  input [2:0] imm_sel,
  input [31:7] inst,
  output [31:0] imm
);
assign imm = (imm_sel == 3'b000) ? {{21{inst[31]}}, inst[30:20]} :  
             (imm_sel == 3'b001) ? {{21{inst[31]}}, inst[30:25], inst[11:7]} :  
             (imm_sel == 3'b010) ? {{20{inst[31]}}, inst[7], inst[30:25],inst[11:8], 1'b0}  :  
             (imm_sel == 3'b011) ? {inst[31], inst[30:12], 12'b0} :  
             {{12{inst[31]}}, inst[19:12], inst[20], inst[30:21], 1'b0};  
endmodule
`timescale 1ns / 1ps
module loadstoreunit(
    input [2:0] funct3,
    input [31:0] data_w, addr, data_rdata,
    input mem_rw,
    output [31:0] data_r, data_addr, data_wdata,
    output [3:0] data_we
);
localparam [1:0] LB_LBU = 2'b00;
localparam [1:0] LH_LHU = 2'b01;
localparam [1:0] LW = 2'b10;
localparam [1:0] SB = 2'b00;
localparam [1:0] SH = 2'b01;
localparam [1:0] SW = 2'b10;
localparam [1:0] BYTE_0 = 2'b00;
localparam [1:0] BYTE_1 = 2'b01;
localparam [1:0] BYTE_2 = 2'b10;
localparam [1:0] BYTE_3 = 2'b11;
wire [7:0] lb_sel;
wire [31:0] lb_s_u; 
wire [15:0] lh_sel;
wire [31:0] lh_s_u;
wire [3:0] we_sb_sel, we_sh_sel, we_sel;
assign data_addr = {addr[31:2], 2'b0};
assign lb_sel = (addr[1:0] == BYTE_0) ? data_rdata[7:0] :
                (addr[1:0] == BYTE_1) ? data_rdata[15:8] :
                (addr[1:0] == BYTE_2) ? data_rdata[23:16] :
                data_rdata[31:24];  
assign lb_s_u = funct3[2] ? {24'b0, lb_sel} : {{24{lb_sel[7]}}, lb_sel};
assign lh_sel = addr[1] ? data_rdata[31:16] : data_rdata[15:0];
assign lh_s_u = funct3[2] ? {16'b0, lh_sel} : {{16{lh_sel[15]}}, lh_sel};
assign data_r = (funct3[1:0] == LB_LBU) ? lb_s_u :
             (funct3[1:0] == LH_LHU) ? lh_s_u :
             data_rdata;  
assign data_wdata = (funct3[1:0] == SB) ? {4{data_w[7:0]}} :
                    (funct3[1:0] == SH) ? {2{data_w[15:0]}} :
                    data_w;  
assign we_sb_sel = (addr[1:0] == BYTE_0) ? 4'b0001 :
                   (addr[1:0] == BYTE_1) ? 4'b0010 :
                   (addr[1:0] == BYTE_2) ? 4'b0100 :
                   4'b1000;  
assign we_sh_sel = addr[1] ? 4'b1100 : 4'b0011;
assign we_sel = (funct3[1:0] == SB) ? we_sb_sel :
                (funct3[1:0] == SH) ? we_sh_sel :
                4'b1111;  
assign data_we = mem_rw ? we_sel : 4'b0000;
endmodule
`timescale 1ns / 1ps
module regfile(
    input [4:0] a_rs1,
	output [31:0] rs1,
	input [4:0] a_rs2,
	output [31:0] rs2,
	input [4:0] a_rd,
	input [31:0] rd,
	input we, 
	input clk 
);
reg [31:0] regfile [31:0];  
assign rs1 = a_rs1!=0 ? regfile[a_rs1] : 0;
assign rs2 = a_rs2!=0 ? regfile[a_rs2] : 0;
always @(posedge clk) begin
	if (we)
		regfile[a_rd] <= rd;
end
endmodule
`timescale 1ns / 1ps
module rv32i(
   input clk,
	input reset,
   input  [31:0] inst_rdata,
   output [31:0] inst_addr,
   input [31:0] data_rdata,
   output [31:0] data_addr,
   output [31:0] data_wdata,
   output [3:0] data_we,
   output trap
);
wire [31:0] inst;  
reg [31:0] pc;  
wire [31:0] pc_next;  
wire [31:0] pc_plus_4;  
wire [31:0] wb;
wire [31:0] rs1;
wire [31:0] rs2;
wire [4:0] a_rs1;
wire [31:0] imm; 
wire [31:0] a;  
wire [31:0] b;  
wire [31:0] alu;  
wire [31:0] mem;  
wire pc_sel;  
wire [2:0] imm_sel;
wire reg_wen;
wire br_un;
wire br_eq;
wire br_lt;
wire [1:0] a_sel;  
wire b_sel;  
wire [3:0] alu_sel;
wire mem_rw;
wire [1:0] wb_sel;  
always @ (posedge clk) begin
	if (reset) pc <= 32'b0;  
	else pc <= pc_next;  
end
assign pc_plus_4 = pc + 4; 
assign pc_next = pc_sel ? alu : pc_plus_4;
assign inst = inst_rdata;
assign inst_addr = pc;
immgen i_imm (
   .imm_sel(imm_sel),
   .inst(inst[31:7]),
   .imm(imm));
regfile i_regf (
   .a_rs1(inst[19:15]),
   .a_rs2(inst[24:20]),
   .a_rd(inst[11:7]),
   .rs1(rs1),
   .rs2(rs2),
   .rd(wb),
   .we(reg_wen),
   .clk(clk));
branchcomp i_branchcomp(
   .a(rs1),
   .b(rs2),
   .br_un(br_un),
   .br_eq(br_eq),
   .br_lt(br_lt));
assign a = (a_sel == 2'b00) ? rs1 : 
           (a_sel == 2'b01) ? pc :
           32'b0;
assign b = b_sel ? rs2 : imm;
alu i_alu (
   .a(a),
   .b(b),
   .result(alu),
   .aluop(alu_sel));	
loadstoreunit i_lsu(
   .funct3(inst[14:12]),
   .data_r(mem),
   .addr(alu),
   .mem_rw(mem_rw),
   .data_w(rs2),
   .data_rdata(data_rdata),
   .data_addr(data_addr),
   .data_we(data_we),
   .data_wdata(data_wdata));
assign wb = (wb_sel == 2'b00) ? mem :
            (wb_sel == 2'b01) ? alu :
            pc_plus_4;
controlunit i_cont (
   .opcode(inst[6:2]),
	.funct3(inst[14:12]),
	.funct7(inst[30]),
	.br_eq(br_eq),
	.br_lt(br_lt),
	.pc_sel(pc_sel),
	.imm_sel(imm_sel),
	.reg_wen(reg_wen),
	.br_un(br_un),
	.a_sel(a_sel),
	.b_sel(b_sel),
	.alu_sel(alu_sel),
	.mem_rw(mem_rw),
	.wb_sel(wb_sel),
   .trap(trap));
endmodule
</file>
<file path="design/flow/run.sh">
#!/bin/bash
# OpenROAD 26Q1-2900-gdf79404cd8, Yosys 0.63+post, stock flow scripts
make -C /OpenROAD-flow-scripts/flow DESIGN_CONFIG=/design/flow/config.mk WORK_HOME=/design/flow/orfs finish
</file>
<file path="design/flow/config.mk">
export PLATFORM = sky130hd
export DESIGN_NAME = rv32i
export DESIGN_NICKNAME = rv32i
export VERILOG_FILES = /design/flow/design.v
export SDC_FILE = /design/flow/constraint.sdc
export NUM_CORES = 4
export LEC_CHECK = 1
export CORE_UTILIZATION = 40
</file>
<file path="design/flow/constraint.sdc">
current_design rv32i

set clk_period 28.7
set clk_io_pct 0.2

create_clock -name clk0 -period $clk_period [get_ports {clk}]

set non_clock_inputs [all_inputs -no_clocks]
set_input_delay [expr $clk_period * $clk_io_pct] -clock clk0 $non_clock_inputs
set_output_delay [expr $clk_period * $clk_io_pct] -clock clk0 [all_outputs]
</file>
==> run notes <==
By instance count after routing, the leading logic cell type is sky130_fd_sc_hd__edfxtp_1. The vias after detailed routing is 44500, and the count of placed standard cells in the final layout, fillers left out is 6775. The clock tree synthesis step divided the H-tree into 3 levels.

Number of iterations in the first detailed-routing pass: 5. The run gives 0.0483 ns for the worst clock skew on the final layout. From synthesis to final layout, the design area changed by 12.8%. Post-CTS repair ended up resizing 0 cells. Measured along the x axis, the die boundary spans 394 um.

Post-synth the commonest register cell is sky130_fd_sc_hd__edfxtp_1. The logs give a warning total of 62. Final-report hold violation count: 0. Entering global routing, the biggest net connects 80 pins. The startpoint identified for the worst hold timing path is pc[1].

In the final layout, the fill cell count is 13300. The number of rows in the core area is 143. Final hold slack: 0.703 ns. In the post-route report, total wirelength is listed as 252000 um. The number of warnings reported in the yosys synthesis log is 2, and the number of cells in the yosys synthesis report is 4502. For the setup violation total in the final timing report, the log shows 0. The detailed router finished its first iteration with 3732 violations.

The tree is rooted in a sky130_fd_sc_hd__clkbuf_16. In this run the critical register-to-register path is captured at i_regf.regfile[10][28]. Fraction of layout instances using a drive strength above 1: 0.205. The run gives 0.210 as the met3 track demand over resource. The total non-filler cell area in the finished layout is 69200 um2, and the slew at the pin with the worst max-slew slack is 1.09 ns. The post-synth count of flops with an enable pin is 1024.

The average wire length per cell after detail routing is 37.2 um, and the final number of max-transition violations is 0. The run gives 8.08 ns for the minimum setup slack in the final design. The power per standard cell area was 66.5 nW/um2; the buffer levels on the longest clock path was 3.

After layout, the minimum clock period comes to 20.62 ns. STA classifies the critical path startpoint as an input port. In this run, post-CTS hold repair placed 0 buffers. Per the post-synthesis stats, the area per cell is 13.6 um2. Setup repair after global routing left no endpoint under its margin. Per the timing report, the most critical flop-to-flop path originates at i_regf.regfile[7][2]. The clock-pin slew on the worst setup and hold paths works out to 0.07 ns. With the share of flip-flops with an asynchronous set or reset after synthesis at 0, the via count normalized by instance count is 6.57.

With the final estimated routing congestion in global placement at 1.09, the critical-path maximum fanout is 79. The chip height works out to 394 um. Across the run, the number of max-cap violations was 0. The run gives 0.492 for the met2 global-route usage. With the combined global-route utilization of all metal layers at 0.347, the area of the core is 152000 um2. VDD sags by at most 0.0000630 V. TritonCTS built the clock tree.

Synthesis handed over a netlist of 4502 instances. The number of design rule violations left after detail routing was 0. The most heavily used metal layer in global routing was met2.

The fraction of the cycle the final worst path needs came out at 0.719. For the worst-skew pair, the clock arrives at the later sink with an insertion delay of 0.76 ns. The run finished with clean final reports.

In this run the cell area measured after placement is 65700 um2. In the layout the commonest cells are 1024 x sky130_fd_sc_hd__edfxtp_1, 495 x sky130_fd_sc_hd__mux2i_1, 371 x sky130_fd_sc_hd__mux4_2. The sum of internal, switching and leakage power is 4.60 mW. The run gives 155000 um2 as the chip footprint. The path class of the tightest hold or removal check is register to register. The sum of net half-perimeters after detailed placement is 170000 um, and the synthesis area per yosys is 61300 um2.

The tools report the worst slew slack as a fraction of its limit as 0.271. The number of cells traversed by the worst register-to-register path works out to 23. The tools report the end point of the worst hold path as pc[1]. Before any placement, the netlist area is recorded as 61300 um2.

The post-route core utilization was 0.455; the flip-flop and latch count after synthesis was 1056. Counting tap cells, the placed design contains a total of 6575 instances. The post-CTS setup repair buffer count was 0; the number of distinct library cells after synthesis was 112. The timing report gives the worst reg2reg path a setup slack of 20.89 ns. During placement, the flow inserted port buffers numbering 162.

The number of cells traversed by the worst hold path works out to 2. Post-synthesis sequential area ratio: 0.512. The run gives 0.403 as the initial cell density of the core.

The run gives 6 for the number of antenna violations at the first check in global routing. The setup path with the least slack is of type input port to primary output. The residual antenna-violating net count after detailed routing is 0. The first element of the critical path was inst_rdata[15]. 167 I/O pins were placed.

The first global-routing pass estimated 350000 um of wire. The worst setup path is captured at a primary output. The fraction of met1 tracks used by global routing is 0.418. With the data arrival time of the critical path at 14.88 ns, the number of global-route vias before repair is 45900. Logged for this run, the post-placement worst setup slack is 8.19 ns. With the number of buffers added by the clock tree synthesis step at 108, the highest clock frequency the design can meet is 48.5 MHz. The required time at the worst endpoint is listed as 22.96 ns. For this design, the sink count on the clock tree is 1056. The global route stage reports its total congestion overflow as 0. The leakage component of the power was reported as 24.0 nW. Adding up every negative setup slack in the final design gives 0 ns.
state kept, by name, indices dropped and copies added (netlist names):
name,cells
i_regf.regfile,1024
pc,32
synth_stat cells, types with 31 or more instances:
cell type,instances,area share
sky130_fd_sc_hd__a211oi_1,58,0.0071
sky130_fd_sc_hd__a21o_1,38,0.0046
sky130_fd_sc_hd__a21oi_1,184,0.015
sky130_fd_sc_hd__a221oi_1,41,0.0059
sky130_fd_sc_hd__a22oi_1,176,0.022
sky130_fd_sc_hd__buf_2,91,0.0074
sky130_fd_sc_hd__buf_6,44,0.0081
sky130_fd_sc_hd__clkbuf_1,155,0.0095
sky130_fd_sc_hd__dfxtp_1,32,0.010
sky130_fd_sc_hd__edfxtp_1,1024,0.50
sky130_fd_sc_hd__ha_1,128,0.026
sky130_fd_sc_hd__inv_1,92,0.0056
sky130_fd_sc_hd__mux2_2,63,0.012
sky130_fd_sc_hd__mux2i_1,495,0.081
sky130_fd_sc_hd__mux4_2,371,0.14
sky130_fd_sc_hd__nand2_1,222,0.014
sky130_fd_sc_hd__nand3_1,99,0.0081
sky130_fd_sc_hd__nand4_1,31,0.0032
sky130_fd_sc_hd__nor2_1,233,0.014
sky130_fd_sc_hd__o211ai_1,78,0.0095
sky130_fd_sc_hd__o21ai_0,148,0.012
sky130_fd_sc_hd__o221ai_1,37,0.0053
sky130_fd_sc_hd__o22ai_1,49,0.0050
sky130_fd_sc_hd__xnor2_1,53,0.0076
sky130_fd_sc_hd__xor2_1,33,0.0047
metal layers:
metal  vias to the layer above  part of all wire
li1                      18500                 -
met1                     22100              0.33
met2                      3152              0.44
met3                       710              0.15
met4                        14             0.073
met5                         -            0.0018
layout make-up:
cell class,count,area (um2),share of cell area
Timing Repair Buffer,396,3430,0.0496
Inverter,118,445,0.00644
Sequential cell,1056,31400,0.454
Clock inverter,61,572,0.00827
Tap cell,2030,2540,0.0367
Clock buffer,137,2860,0.0414
Antenna cell,2,5.00,0.0000723
Multi-Input combinational cell,2975,27900,0.404
worst max path at each step:
stage | endpoint | slack [ns]
4_1_cts | data_addr[21] | 8.20
5_1_grt | data_addr[25] | 7.74
6_report | data_addr[21] | 8.08
report_power, final:
part           switching [mW]  internal, mW  leakage [nW]  total [mW]
Clock                   0.615         0.763          1.66        1.38
Combinational           0.849         0.405          12.8        1.25
Sequential             0.0243          1.94          9.54        1.97
worst max-delay path, stage by stage:
cell and delay, ns:
sky130_fd_sc_hd__buf_8 0.44, sky130_fd_sc_hd__buf_12 0.45, sky130_fd_sc_hd__buf_12 0.49, sky130_fd_sc_hd__buf_4 0.71
sky130_fd_sc_hd__buf_4 0.63, sky130_fd_sc_hd__buf_4 0.58, sky130_fd_sc_hd__mux2i_1 0.15, sky130_fd_sc_hd__a22oi_1 0.22
sky130_fd_sc_hd__a21oi_1 0.10, sky130_fd_sc_hd__nor4_1 0.59, sky130_fd_sc_hd__buf_4 0.27, sky130_fd_sc_hd__a22oi_2 0.13
sky130_fd_sc_hd__inv_2 0.28, sky130_fd_sc_hd__ha_1 0.37, sky130_fd_sc_hd__a21o_1 0.21, sky130_fd_sc_hd__a21o_1 0.24
sky130_fd_sc_hd__a221oi_1 0.50, sky130_fd_sc_hd__or2_2 0.27, sky130_fd_sc_hd__o311ai_1 0.11, sky130_fd_sc_hd__buf_4 0.18
sky130_fd_sc_hd__a31oi_1 0.26, sky130_fd_sc_hd__xnor2_1 0.15, sky130_fd_sc_hd__a21oi_1 0.08, sky130_fd_sc_hd__a22oi_1 0.73
sky130_fd_sc_hd__clkdlybuf4s50_1 0.68
cells by family after synthesis:
| family | after synthesis | synth area share |
|---|---|---|
| compound gates | 1036 | 0.119 |
| xor+xnor | 87 | 0.0125 |
| fa+ha+maj | 129 | 0.0264 |
| buf+inv | 472 | 0.0396 |
| flops | 1056 | 0.512 |
| mux | 934 | 0.230 |
| other cells | 1 | 0.0000611 |
| simple gates | 787 | 0.0611 |
Power is estimated from default activity; no workload was simulated.
